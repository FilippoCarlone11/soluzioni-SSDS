[design/flow/config.mk]
export PLATFORM = sky130hd
export DESIGN_NAME = fsm
export DESIGN_NICKNAME = fsm
export VERILOG_FILES = /design/flow/design.v
export SDC_FILE = /design/flow/constraint.sdc
export NUM_CORES = 4
export LEC_CHECK = 1
export CORE_AREA = 10 10 70 70
export DIE_AREA = 0 0 80 80
[design/flow/constraint.sdc]
current_design fsm

set clk_period 1.0
set clk_io_pct 0.2

create_clock -name clk0 -period $clk_period [get_ports {clk}]

set non_clock_inputs [all_inputs -no_clocks]
set_input_delay [expr $clk_period * $clk_io_pct] -clock clk0 $non_clock_inputs
set_output_delay [expr $clk_period * $clk_io_pct] -clock clk0 [all_outputs]
[design/flow/design.v]
module fsm (
	input clk,
	input reset,
	input comb1, 
	input comb2, 
	input enter, 
	output reg error,
	output reg unlock);
parameter idle = 3'b000;
parameter s_firstlock = 3'b001;
parameter s_firstlock_safe = 3'b010; 
parameter closed = 3'b011;
parameter open = 3'b100;
reg [2:0] state, next_state;
always @(posedge clk) begin
	if(reset)
		state <= idle;
	else
		state <= next_state;
end
always @(*) begin
	next_state = state;
	error = 1'b0;
	unlock = 1'b0;
	case (state) 
		idle : begin
			if(enter) begin
				if(comb1)
					next_state = s_firstlock_safe;
				else
					next_state = s_firstlock;
			end else
				next_state = idle;
		end
		s_firstlock : begin
			if(enter)
				next_state = closed;
			else
				next_state = s_firstlock;
		end
		s_firstlock_safe:  begin
			if(enter) begin
				if(comb2)
					next_state = open;
				else
					next_state = closed;
			end else
				next_state = s_firstlock_safe;
		end
		closed:
			error = 1'b1;
		open:
			unlock = 1'b1;
		default:
			next_state = idle;
	endcase
end
endmodule
[design/flow/run.sh]
#!/bin/bash
# OpenROAD 26Q1-2900-gdf79404cd8, Yosys 0.63+post, stock flow scripts
make -C /OpenROAD-flow-scripts/flow DESIGN_CONFIG=/design/flow/config.mk WORK_HOME=/design/flow/orfs finish
==> flow_summary_export.csv <==
group,metric,value,unit
drt,avgRoutedWirePerCell,6.32,um
synth,avgSynthCellArea,9.94,um^2
critical_path,path_max_fanout,4,
clocking,clk_pin_slew,0.04,ns
flow_run,tool_warnings,25,
floorplan,die_h,80,um
final_timing,finalClockPeriodUsage,95.9,%
clocking,htreeDepth,1,
finish,largest_reg_flops,5,
power,intPower,394,uW
global_route,antenna_found_initial,0,
placed_design,gp_congestion,0.723,
power,ir_worst_vdd,0.237,mV
drt,wirelength,487,um
final_timing,hold_viol,0,
synth,top_area_cell,"dfxtp_1",
synth,synth_cell_types,9,
finish,drive_above_1_share,32.3,%
final_timing,fin_ws,0.0414,ns
floorplan,initial_core_util,5.24,%
placed_design,place_ws,-0.254,ns
synth,syn-cell-area,179,um^2
synth,synthArstFlopShare,0,%
drt,postRouteAntennaNets,0,
finish,largestRegisters,"state x5",
finish,final_cell_count_no_fill,77,
clocking,clock_latency,0.24,ns
clocking,hold_buffers,0,
floorplan,die_area,6400,um^2
synth,synth.area.top_cells,"dfxtp_1 (56%), a32o_2 (13%), nor2_1 (8.4%), a211oi_1 (4.2%), a21o_1 (4.2%)",
synth,ys_seq_share,55.9,%
floorplan,pin_count,7,
final_timing,tns,0,ns
power,seqPwrFrac,44.0,%
placed_design,port_buffers,6,
flow_run,drv_cap,0,
global_route,grt_max_degree,6,
finish,logic_area,71.3,um^2
drt,drtPass1Iterations,2,
floorplan,fp-row-count,21,
final_timing,tightest_slew,0.187,ns
synth,synth_warnings,1,
drt,vias,180,
synth,synthFlopType,"dfxtp_1",
drt,drt-met1-wl,219,um
synth,yosysChipArea,179,um^2
global_route,grt.total_usage,1.48,%
power,switching_share,20.3,%
drt,post-route-drc-count,0,
final_timing,slew_viol_final,0,
drt,wl_met2,172,um
finish,syn_to_final_growth,93.7,%
final_timing,whs,0.451,ns
synth,ys_cells,18,
clocking,clockRootBuffer,"clkbuf_4",
global_route,overflow,0,
critical_path,crit_arrival,1.08,ns
finish,regMostFlops,"state",
synth,yosysTopAreaCellShare,55.9,%
power,power_density,1430,nW/um^2
drt,first_iter_violations,6,
final_timing,fin_crit,0.959,ns
critical_path,start_kind,"primary input",
critical_path,required,1.13,ns
clocking,clk_path_buf_depth,2,
placed_design,placed_area,312,um^2
floorplan,core,3420,um^2
finish,fin_area,347,um^2
power,p_clk_share,45.9,%
final_timing,skew,0.00413,ns
clocking,cts_tree,"built",
synth,synth_flops,5,
floorplan,dieWidth,80,um
power,comb_power_share,10.1,%
final_timing,rsz0062_at_grt,"no",
clocking,cts_buffers,3,
power,p_leak,0.000142,uW
status,status,"complete, no violations",
finish,final.fill_count,406,
synth,enable_flop_cells,0,
min_path,hold_path_class,"primary input to register",
critical_path,critical_path_class,"primary input to register",
critical_path,endpoint_kind,"register",
final_timing,slew_headroom,87.5,%
final_timing,fmax,1.04,GHz
drt,highest_layer,"met3",
synth,ys_top_cells_by_count,"dfxtp_1 (5), nor2_1 (4), a32o_2 (2), inv_1 (2)",
clocking,cts.sinks,5,
final_timing,setup_viol,0,
global_route,grt_pass1_wl,738,um
synth,synth_cells,18,
power,switchingPower,100,uW
placed_design,dp.cells,72,
global_route,grt_pass1_vias,163,
synth,synth.most_common_cell,"dfxtp_1",
drt,avgViaCountPerCell,2.34,
drt,routed-wl-met3,95,um
drt,diodes,0,
finish,register_area,103,um^2
## per-stage QoR
stage / utilization, % / total power (uW)
after floorplan: - / 235
after global placement: 9.12 / 267
after detailed placement: 9.12 / 270
after CTS: 10.1 / 501
after global routing: 10.1 / 528
final: 10.1 / 494
## metal layers
metal	GRT usage, %	up-vias
met5	0	-
met4	0.352	0
met3	1.59	0
met2	1.93	10
met1	1.60	81
li1	-	89
## critical path: stages
cell	delay, ns
clkdlybuf4s50_1	0.54
nor2b_1	0.09
a32o_2	0.26
## timing repair
action	CTS	global route
pin swaps	0	0
setup buffers	1	0
resized	5	2
hold endpoints to repair	0	0
setup endpoints to repair	4	2
## final cells by class
cell class | instances | area share, %
Timing Repair Buffer | 9 | 23.5
Sequential cell | 5 | 29.6
Inverter | 2 | 2.17
Clock buffer | 4 | 7.58
Tap cell | 46 | 16.6
Multi-Input combinational cell | 11 | 20.6
## power by group through the flow
stage     registers [uW]  clock network [uW]  logic, uW
6_report             217                 227       50.1
5_1_grt              218                 256       53.4
4_1_cts              217                 234       49.9
## final timing paths
check              to      from  cells after the start  slack (ns)
min reg2reg  state[1]  state[1]                      2        0.46
min          state[0]     enter                      3        0.45
max reg2reg  state[4]  state[4]                      4        0.16
max          state[3]     reset                      3        0.04
## layout by cell type (no fill, tap or decap), drive strengths merged
| cell | n |
|---|---|
| a211oi | 1 |
| a21o | 1 |
| a31oi | 1 |
| a32o | 2 |
| buf | 3 |
| clkbuf | 4 |
| clkdlybuf4s15 | 2 |
| clkdlybuf4s50 | 3 |
| dfxtp | 5 |
| dlygate4sd2 | 1 |
| inv | 2 |
| nand2b | 1 |
| nor2 | 4 |
| nor2b | 1 |
## cell families after synthesis
| family | Yosys count | synth area share (%) |
|---|---|---|
| AOI/OAI and AO/OA | 5 | 24.5 |
| buffers and inverters | 2 | 4.20 |
| DFF | 5 | 55.9 |
| and+or+nand+nor | 6 | 15.4 |
No activity file was given, so power comes from the tool's default toggle rates.
